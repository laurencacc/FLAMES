$ cat /design/flow/run.sh
#!/bin/bash
# OpenROAD 26Q1-2900-gdf79404cd8, Yosys 0.63+post, stock flow scripts
make -C /OpenROAD-flow-scripts/flow DESIGN_CONFIG=/design/flow/config.mk WORK_HOME=/design/flow/orfs finish
$ cat /design/flow/config.mk
export PLATFORM = sky130hd
export DESIGN_NAME = top
export DESIGN_NICKNAME = top
export VERILOG_FILES = /design/flow/design.v
export SDC_FILE = /design/flow/constraint.sdc
export NUM_CORES = 4
export LEC_CHECK = 1
export CORE_AREA = 10 10 70 70
export DIE_AREA = 0 0 80 80
$ cat /design/flow/constraint.sdc
current_design top

set clk_period 1.6
set clk_io_pct 0.2

create_clock -name clk0 -period $clk_period [get_ports {clk}]

set non_clock_inputs [all_inputs -no_clocks]
set_input_delay [expr $clk_period * $clk_io_pct] -clock clk0 $non_clock_inputs
set_output_delay [expr $clk_period * $clk_io_pct] -clock clk0 [all_outputs]
$ cat /design/flow/design.v
module fire_alert_logic #(
    parameter DELAY_CYCLES = 10
)(
    input  wire clk,
    input  wire reset_n,
    input  wire fft_flag_in,
    input  wire cam_flag_in,
    output reg  final_alert_out,
    output wire fft_debug,
    output wire cam_debug
);
    reg fft_sync0, fft_sync1;
    reg cam_sync0, cam_sync1;
    always @(posedge clk or negedge reset_n) begin
        if (!reset_n) begin
            fft_sync0 <= 0; fft_sync1 <= 0;
            cam_sync0 <= 0; cam_sync1 <= 0;
        end else begin
            fft_sync0 <= fft_flag_in;
            fft_sync1 <= fft_sync0;
            cam_sync0 <= cam_flag_in;
            cam_sync1 <= cam_sync0;
        end
    end
    reg fft_latched, cam_latched;
    always @(posedge clk or negedge reset_n) begin
        if (!reset_n) begin
            fft_latched <= 0;
            cam_latched <= 0;
        end else begin
            if (fft_sync1) fft_latched <= 1;
            if (cam_sync1) cam_latched <= 1;
        end
    end
    assign fft_debug = fft_latched;
    assign cam_debug = cam_latched;
    localparam DELAY_WIDTH = 4;
    reg [DELAY_WIDTH-1:0] delay_cnt;
    reg delay_active;
    always @(posedge clk or negedge reset_n) begin
        if (!reset_n) begin
            delay_cnt       <= 0;
            delay_active    <= 0;
            final_alert_out <= 0;
        end else if (!final_alert_out) begin
            if (fft_latched && cam_latched && !delay_active) begin
                delay_active <= 1;
                delay_cnt    <= 0;
            end
            if (delay_active) begin
                if (delay_cnt < DELAY_CYCLES - 1) begin
                    delay_cnt <= delay_cnt + 1;
                end else begin
                    final_alert_out <= 1;
                end
            end
        end
    end
endmodule
module top (
    input wire clk,                
    input wire reset_n,            
    input wire fft_flag_in,        
    input wire cam_flag_in,        
    output wire final_alert_out,   
    output wire [2:0] led          
);
    wire fft_debug;
    wire cam_debug;
    fire_alert_logic fire_logic_inst (
        .clk(clk),
        .reset_n(reset_n),
        .fft_flag_in(fft_flag_in),
        .cam_flag_in(cam_flag_in),
        .final_alert_out(final_alert_out),
        .fft_debug(fft_debug),
        .cam_debug(cam_debug)
    );
    assign led[0] = fft_debug;
    assign led[1] = cam_debug;
    assign led[2] = final_alert_out;
endmodule
==> Slide: Implementation Results <==
Key Metrics from the Run

Route
  • Via density per instance: 3.04
  • Uppermost layer routed: met4
  • Metal3 WL: 121 um
  • Post-Route WL: 750 um
  • Met1 Routed Length: 369 um
  • ANT nets after route: 0
  • DRC: 0
  • Via count: 280
  • ANT cells: 0
  • DRT Pass-1 Iters: 2
  • Wire per inst: 8.15 um
  • Met2 wire len: 254 um
  • DRT iter0 DRCs: 19

Final timing
  • Slew Viols, Final: 0
  • PnR worst setup slack: 0.108 ns
  • Worst slew margin: 0.661
  • Setup TNS: 0 ns
  • Fin crit period: 1.49 ns
  • Final setup vio count: 0
  • Fin. Hold Viols: 0
  • Clock skew: 0.00442 ns
  • Tightest Pin Transition: 0.507 ns
  • RSZ-0062 raised after global routing: no
  • Fmax: 670 MHz
  • Post-layout period usage of the worst path: 0.933

Synthesis
  • Cell type with the largest total area: dfrtp_1
  • Yosys Instances: 38
  • Top_reg_cell synth: dfrtp_1
  • Top cells by area: dfrtp_1, mux2i_1, nand4bb_4, ha_1, buf_4
  • Count leader, synth: dfrtp_1
  • Most instantiated cells after synthesis: dfrtp_1, inv_1, buf_4, mux2i_1, nand2_1
  • Post-synthesis cell type count: 15
  • Post-Syn Area: 515 um^2
  • Mapped Avg Cell Area: 13.6 um^2
  • #FFs+latches synth: 12
  • Synth async-reset ratio: 1.00
  • Sequential area share after synthesis: 0.583
  • Post-synth EDFFs: 0
  • Synth Warn #: 1
  • Cells after synthesis: 38
  • Area leader share: 0.583
  • Yosys stat chip area: 515 um^2

Critical path
  • CP bufs+invs: 1
  • Critical Path AT: 1.17 ns
  • WP depth: 1
  • Critical path peak fanout: 5
  • FF-to-FF Start: fire_logic_inst.delay_cnt[0]
  • Crit-path slowest cell: clkdlybuf4s50_1
  • Largest delay share family, worst path: buffers and inverters
  • FF-to-FF path depth: 5
  • Critical Path Start: fire_logic_inst.final_alert_out
  • Worst setup EP type: primary output
  • CP Cell Sequence: clkdlybuf4s50_1
  • Slowest Stage Delay on Critical Path: 0.49 ns
  • Worst EP required: 1.28 ns
  • Crit start category: register
  • Setup CP Type: register to primary output

GRT
  • Initial antenna violation count: 0
  • GR Overflow Total: 0
  • Number of global-route vias before repair: 291
  • Pin count of the biggest net entering global routing: 13
  • Gr usage total: 0.0250
  • First-pass GRT wire length: 1260 um

Floorplanning
  • Die y size: 80 um
  • Num rows: 21
  • Die X: 80 um
  • DIE AREA: 6400 um^2
  • Num ports: 8
  • Core area: 3420 um^2
  • FP Core Util: 0.151

Placed design
  • HPWL Detailed: 601 um
  • Setup slack at placement: 0.337 ns
  • Port buffer count: 7
  • Placement Cell Area: 621 um^2
  • GPL Wtd Cong: 0.682

Cells and area
  • Fin area: 657 um^2
  • Fin util: 0.192
  • Share of layout cells above drive strength 1: 0.217
  • Max reg flops: 4
  • Layout area overhead: 27.4%
  • Fillers: 378
  • Reg with most FFs: fire_logic_inst.delay_cnt

Clock tree
  • Reg clk slew, reported paths: 0.07 ns
  • Late-Pin Clk Latency: 0.27 ns
  • Post-CTS Setup Inserts: 0
  • Clock tree root driver cell: clkbuf_4
  • Num Clock Sinks: 12
  • Hold_buf cts: 0
  • Total CTS buffers: 3
  • CTS tree: yes
  • Max Root-Sink Buffers: 2
  • H-Tree Depth: 1
  • PostCTS Resize Cnt: 0

Job
  • Max Cap Violations: 0
  • Tool warnings: 26

Power
  • Total power: 827 uW
  • Worst VDD drop: 298 uV
  • Static leakage: 0.261 nW
  • P per Cell Area: 1260 nW/um^2

Hold path
  • Hold Crit Class: register to register
  • Hold Path Stages: 0
  • Hold_sp: fire_logic_inst.cam_sync0

Outcome
  • Outcome: finished clean
[final cells by class]
cell class	instances	area (um^2)	share of cell area
Clock buffer	4	36.3	0.0552
Inverter	4	15.0	0.0229
Multi-Input combinational cell	19	178	0.270
Sequential cell	12	300	0.457
Tap cell	46	57.6	0.0876
Timing Repair Buffer	7	70.1	0.107
[placed cells by master (no fill, tap or decap)]
cell and instances:
a211oi_2 1, a21oi_2 1, a22o_1 1, a31o_1 1
and3_1 1, clkbuf_4 3, clkbuf_8 1, clkdlybuf4s50_1 7
dfrtp_1 12, ha_1 2, inv_1 4, mux2i_1 3
nand2_1 3, nand2b_1 2, nand2b_4 1, nand4bb_4 1
or2_2 2
[power by group]
| group | switching [mW] | leakage (nW) | internal (mW) |
|---|---|---|---|
| registers | 0.0587 | 0.131 | 0.362 |
| logic | 0.0829 | 0.109 | 0.0936 |
| clock network | 0.0916 | 0.0210 | 0.138 |
| total | 0.233 | 0.261 | 0.594 |
[metrics by stage]
step / hold WS (ns) / instances
6_report: 0.352 / 92
2_1_floorplan: 0.0244 / 38
3_3_place_gp: 0.337 / 88
5_1_grt: 0.368 / 92
3_5_place_dp: 0.337 / 88
4_1_cts: 0.354 / 92
[final timing paths]
kind	endpoint	slack (ns)
max in group asynchronous	fire_logic_inst.delay_cnt[2]	0.87
max	final_alert_out	0.11
min in group asynchronous	fire_logic_inst.cam_latched	0.39
min	fire_logic_inst.cam_sync1	0.35
max reg2reg	fire_logic_inst.delay_cnt[0]	0.34
min reg2reg	fire_logic_inst.cam_sync1	0.35
[layer usage]
layer,GRT usage,vias up
met4,0.00176,0
li1,-,139
met2,0.0305,11
met5,0,-
met1,0.0308,128
met3,0.0261,2
[cell families after synthesis]
logic type | after synthesis | share of synthesized area
compound gates | 4 | 0.0752
fa+ha+maj | 2 | 0.0485
flops | 12 | 0.583
simple gates | 10 | 0.163
buf+inv | 7 | 0.0728
mux | 3 | 0.0583
Power and IR drop assume default switching activity.
