$ cat design.v
module fire_detect(
  input clk,
  input [15:0] lux_in,
  input data_valid,
  output reg fire_detected
);
  reg [15:0] ema = 0;
  reg ema_initialized = 0;
  parameter EMA_ALPHA = 8'd20;
  parameter THRESHOLD_OFFSET = 16'd200;
  wire [15:0] ema_new;
  wire [16:0] threshold;
  assign ema_new = ((EMA_ALPHA * lux_in) + ((64 - EMA_ALPHA) * ema)) >> 6;
  assign threshold = {1'b0, ema} + {1'b0, THRESHOLD_OFFSET};
  always @(posedge clk) begin
    if (data_valid) begin
      if (!ema_initialized) begin
        ema <= lux_in;
        ema_initialized <= 1;
      end else begin
        ema <= ema_new;
      end
      fire_detected <= ({1'b0, lux_in} > threshold) ? 1'b1 : 1'b0;
    end
  end
endmodule
`timescale 1ns / 1ps
module fire_detect_top(
  input CLK100MHZ,             
  input JA1,                   
  input JA3,                   
  input JA4,                   
  output JA7,                  
  output LED0                  
);
  wire [15:0] lux_data;
  wire valid;
  wire detect;
  wire debug_led;              
  spi_slave spi_inst (
    .clk(CLK100MHZ),
    .spi_clk(JA3),
    .spi_mosi(JA1),
    .spi_cs(JA4),
    .data_out(lux_data),
    .data_valid(valid),
    .debug_led(debug_led)      
  );
  fire_detect fire_inst (
    .clk(CLK100MHZ),
    .lux_in(lux_data),
    .data_valid(valid),
    .fire_detected(detect)
  );
  assign JA7 = detect;
  assign LED0 = debug_led;     
endmodule
module spi_slave (
  input wire clk,               
  input wire spi_clk,           
  input wire spi_mosi,          
  input wire spi_cs,            
  output reg [15:0] data_out,   
  output reg data_valid,        
  output reg debug_led          
);
  reg [15:0] shift_reg = 0;
  reg [4:0] bit_cnt = 0;
  reg [1:0] spi_clk_sync = 0;
  reg [1:0] spi_mosi_sync = 0;
  reg spi_clk_prev = 0;
  wire spi_clk_rising = (spi_clk_sync[1] == 1) && (spi_clk_prev == 0);
  always @(posedge clk) begin
    spi_clk_sync  <= {spi_clk_sync[0], spi_clk};
    spi_mosi_sync <= {spi_mosi_sync[0], spi_mosi};
    spi_clk_prev <= spi_clk_sync[1];
    data_valid <= 0;
    if (!spi_cs) begin
      if (spi_clk_rising) begin
        shift_reg <= {shift_reg[14:0], spi_mosi_sync[1]};
        bit_cnt <= bit_cnt + 1;
        if (bit_cnt == 15) begin
          data_out <= {shift_reg[14:0], spi_mosi_sync[1]};
          data_valid <= 1;
          bit_cnt <= 0;
          debug_led <= ~debug_led;   
        end
      end
    end else begin
      bit_cnt <= 0;
    end
  end
endmodule
$ cat run.sh
#!/bin/bash
# OpenROAD 26Q1-2900-gdf79404cd8, Yosys 0.63+post, stock flow scripts
make -C /OpenROAD-flow-scripts/flow DESIGN_CONFIG=/design/flow/config.mk WORK_HOME=/design/flow/orfs finish
$ cat config.mk
export PLATFORM = sky130hd
export DESIGN_NAME = fire_detect_top
export DESIGN_NICKNAME = fire_detect_top
export VERILOG_FILES = /design/flow/design.v
export SDC_FILE = /design/flow/constraint.sdc
export NUM_CORES = 4
export LEC_CHECK = 1
export CORE_UTILIZATION = 50
$ cat constraint.sdc
current_design fire_detect_top

set clk_period 10.2
set clk_io_pct 0.2

create_clock -name clk0 -period $clk_period [get_ports {CLK100MHZ}]

set non_clock_inputs [all_inputs -no_clocks]
set_input_delay [expr $clk_period * $clk_io_pct] -clock clk0 $non_clock_inputs
set_output_delay [expr $clk_period * $clk_io_pct] -clock clk0 [all_outputs]
==> changes_impl.md <==
### Metrics

- Cell family with most CP delay: AND-OR/OR-AND gates
- Worst hold path startpoint: spi_inst.spi_clk_sync[0]
- Number of design-rule violations left by the first detailed-router iteration: 188
- # H-tree levels: 3
- Lkg Pwr: 2.67 nW
- I/O pin count: 6
- Nature of the critical path startpoint: register
- Pre-Repair DR Iteration Count: 4
- Worst r2r dst: fire_inst.ema[15]
- Setup slack after placement: 5420 ps
- Most common cell in the netlist: ha_1
- Final ANT Viol Nets: 0
- # DRC: 0
- Detail-routed via count per cell: 5.43
- Clock buffer count from CTS: 9
- Clock transition at the registers of the reported paths: 70 ps
- Hold Path Cell Cnt: 0
- Worst slew margin relative to its limit: 0.454
- Required arrival time at the worst endpoint: 10,260 ps
- Critical path's largest stage delay: 490 ps
- Setup skew after layout: 8.81 ps
- Most frequent cells after synthesis: 101 x ha_1, 70 x inv_1, 50 x edfxtp_1
- Sum of buffers and inverters on the critical path: 2
- Root Driver: clkbuf_8
- Total core area: 0.0105 mm²
- Number of synthesis warnings: 2
- Post-CTS Hold Fix Bufs: 0
- Tally of unique sky130hd cells used after synthesis: 52
- Placed wire-length estimate: 7970 µm
- Aggregate global-route resource usage: 0.204
- Max capacitance violation total: 0
- Least-Margin Pin Slew: 817 ps
- Ys flop type: edfxtp_1
- Layout cells sized above 1: 0.0568
- Final hold vios: 0
- Logic gate share of total power: 0.008
- Worst-skew pair later-pin latency: 340 ps
- Total tool warning count: 26
- Arrival time at the worst endpoint: 4800 ps
- Number of synthesized register bits: 61
- Post-CTS Repair Setup Buffers: 0
- Sinks on Clock Net: 61
- Final total negative setup slack: 0 ps
- Gpl congestion: 0.899
- Diode count: 0
- Switching power: 0.0998 mW
- Core Util, Final: 0.564
- Tally of buffers added on design ports: 5
- Final worst hold slack: 327 ps
- Setup repair after global routing missed its margin: false
- Routed Wire Length: 10,000 µm
- Share of the cycle needed by the critical path after routing: 0.466
- Fillers: 907
- Highest clock rate: 211 MHz
- First-pass GRT wire length: 17,300 µm
- Class of the worst hold path: reg2reg
- Cells taking the most area after synthesis: edfxtp_1 27%, ha_1 23%, xnor2_1 6.6%
- Post-route insts no fill: 699
- Largest type area fraction: 0.275
- Flop-to-flop setup slack: 5450 ps
- Worst r2r src: fire_inst.ema[3]
- Kind of critical path: reg2reg
- Row count: 37
- Worst path slowest cell: edfxtp_1
- Worst-path fanout max: 6
- Cells after synthesis: 543
- Pwr per Cell Area: 86.0 mW/mm²
- Number of gates resized after cts: 0
- Avg Inst Size Synth: 10.1 µm²
- Post-layout total power: 0.508 mW
- FP Util: 0.523
- Critical path's most frequent cell: ha_1
- Cells on worst reg2reg path: 19
- Area of the die: 0.0114 mm²
- Number of slew-limit violations in the final report: 0
- Worst setup EP type: register
- Minimum clock period: 4750 ps
- Final count of negative-setup-slack endpoints: 0
- Number of synthesized flops with an enable pin: 50
- Cell count after placement: 683
- Standard cell area after detailed placement: 0.00569 mm²
- Clock tree buffer depth: 2
- Horizontal die size: 107 µm
- Internal power: 0.408 mW
- Multi-input gate area: 0.00348 mm²
- Cell total in the yosys stat output: 543
- Sequential power share: 0.534
- P&R area growth vs syn: 7.94%
- Via count: 3,797
- Part of the total power dissipated in the clock network: 0.458
- Fin worst setup slack: 5450 ps
- Area of all placed cells without fillers: 0.00590 mm²
- Sequential element share of the synthesized area: 0.315
- Cell Area, Synth: 0.00547 mm²
- Grt ovf: 0
- Via count of the first global-routing pass: 3,699
- Library cell with the largest summed area after synthesis: edfxtp_1
- Antenna violations before repair: 0
- Largest net degree at the start of global routing: 19
- Reg area: 0.00172 mm²
- TritonCTS clock tree: yes
- Die Height: 107 µm
- Status: completed
- Cell Chain, Critical Path: ha_1, inv_1, fa_1, inv_1, ha_1, o21ai_0, o21bai_1, a31oi_1, o31ai_1, nor4_1, nor3_1, xor2_1, ha_1, a21o_1, a21oi_1, o21ai_0, a221oi_1, xnor2_1, a21oi_1
- Post-synth area from yosys stat: 0.00547 mm²
- Post-synth ARST share: 0
- Max VDD drop: 0.0000975 V
- Sw Ratio: 0.197
- Routed len/inst: 14.4 µm
- Endpoint, Worst Hold: spi_inst.spi_clk_sync[1]
==> final cells by class <==
class | instances | share of cell area
Clock buffer | 9 | 0.0210
Clock inverter | 7 | 0.0153
Inverter | 70 | 0.0445
Multi-Input combinational cell | 410 | 0.589
Sequential cell | 61 | 0.292
Tap cell | 136 | 0.0288
Timing Repair Buffer | 6 | 0.00975
==> power by group through the flow <==
| stage | clock network, mW | logic [mW] | registers, mW |
|---|---|---|---|
| after CTS | 0.241 | 0.00414 | 0.271 |
| after global routing | 0.251 | 0.00481 | 0.271 |
| final | 0.232 | 0.00409 | 0.271 |
==> routing by layer <==
layer  wire, µm  GRT usage  part of all wire  vias to the layer above
met2       4140      0.289              0.41                       44
met4        133     0.0254             0.013                        0
met5          0          0                 0                        -
met1       5390      0.351              0.54                     1735
li1           -          -                 -                     2007
met3        382     0.0391             0.038                       11
==> worst max-delay path by stage <==
stage	from	end	slack, ps	cells past startpoint
final	fire_inst.ema[3]	fire_inst.ema[15]	5450	19
after global routing	fire_inst.ema[4]	fire_inst.ema[13]	5100	18
after CTS	fire_inst.ema[3]	fire_inst.ema[15]	5380	19
==> cell families (layout without fill, tap and decap cells) <==
| family | after synthesis | after routing | share of synthesized area |
|---|---|---|---|
| compound gates | 132 | 132 | 0.162 |
| fa+ha+maj | 115 | 115 | 0.282 |
| other cells | 1 | 1 | 0.000686 |
| xor+xnor | 50 | 50 | 0.0801 |
| mux | 11 | 11 | 0.0233 |
| simple gates | 101 | 101 | 0.0879 |
| flops | 61 | 61 | 0.315 |
| buf+inv | 72 | 92 | 0.0494 |
==> cells in the final DEF (no fill, tap or decap), types with 5 or more instances in the layout <==
cell type,n
and3_1,5
nand2b_1,6
clkdlybuf4s50_1,5
nand3_1,11
edfxtp_1,50
nand4_1,6
a21o_1,20
o21bai_1,6
a21oi_1,36
xnor2_1,41
xor2_1,9
a211oi_1,7
ha_1,101
nor3_1,16
fa_1,14
o21a_1,10
nor2b_1,6
a31oi_1,5
inv_1,70
nand2_1,21
clkbuf_8,9
o21ai_0,15
nor2_1,26
mux2_2,10
dfxtp_1,11
Power and IR drop assume default switching activity.
